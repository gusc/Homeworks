==> flow/design.v <==
`timescale 1ns / 1ps
module LED_Switch(
	output led,
	input sw
	);
	assign led = sw;
endmodule
module LED_Xor(
	output led,
	input sw1, sw2
	);
	assign led = (sw1 ^ sw2);
endmodule
module LED_Timer(
	output led,
	input sw, c
	);
	reg [25:0] counter;
	reg [0:0] on = 0;
	always @(posedge c)
	begin
		if (counter < 25000000)
			counter <= counter + 1;
		else
		begin
			counter <= 0;
			on = ~on;
		end
	end
	assign led = (on & sw);
endmodule
module LEDs(
	output led_0, led_1, led_2,
	input sw_0, sw_1, sw_2, sw_3,
	input clk
	);
	LED_Switch onOff(.led(led_0), .sw(sw_0));
	LED_Xor xorLogic(.led(led_1), .sw1(sw_1), .sw2(sw_2));
	LED_Timer blink(.led(led_2), .sw(sw_3), .c(clk));
endmodule
==> flow/run.sh <==
#!/bin/bash
# OpenROAD 26Q1-2900-gdf79404cd8, Yosys 0.63+post, stock flow scripts
make -C /OpenROAD-flow-scripts/flow DESIGN_CONFIG=/design/flow/config.mk WORK_HOME=/design/flow/orfs finish
==> flow/config.mk <==
export PLATFORM = sky130hd
export DESIGN_NAME = LEDs
export DESIGN_NICKNAME = LEDs
export VERILOG_FILES = /design/flow/design.v
export SDC_FILE = /design/flow/constraint.sdc
export NUM_CORES = 4
export LEC_CHECK = 1
export CORE_AREA = 10 10 110 110
export DIE_AREA = 0 0 120 120
==> flow/constraint.sdc <==
current_design LEDs

set clk_period 4.5
set clk_io_pct 0.2

create_clock -name clk0 -period $clk_period [get_ports {clk}]

set non_clock_inputs [all_inputs -no_clocks]
set_input_delay [expr $clk_period * $clk_io_pct] -clock clk0 $non_clock_inputs
set_output_delay [expr $clk_period * $clk_io_pct] -clock clk0 [all_outputs]
==> CHANGELOG.md <==
## Implementation

- Drt wl/cell: 8.45 um
- Cell area after synthesis: 1300 sq um
- FF+latch count, synth: 27
- CTS Buf Count: 3
- Via density: 3.64
- Worst Clk Skew: 0.00176 ns
- Die Height: 120 um
- Chip Area, Yosys: 1300 sq um
- Reg power frac: 61.6%
- Hold depth: 2
- Power, Total: 0.400 mW
- Fmax: 0.346 GHz
- Clk ins delay skew pair: 0.27 ns
- Critical-path cell list: clkdlybuf4s50_1 -> xor2_1 -> clkdlybuf4s50_1
- Htree depth: 1
- Clk pwr share: 34.4%
- Worst Setup End Kind: primary output
- Number of diodes: 0
- CTS clk-pin slew, worst paths: 0.09 ns
- Root buffer cell: clkbuf_8
- Gate Area: 697 sq um
- Combinational power share: 4.0%
- Row count: 36
- Distinct lib cells: 34
- Ports: 8
- Hold Buf Count CTS: 0
- Hold WC Path Type: flop to flop
- Sink Count: 27
- Input/output buffers: 5
- Switch share: 21.3%
- Setup violators final: 0
- Post_cts resized: 0
- Worst slack at placement: 1.61 ns
- Vias in the first global route: 895
- Core area: 9770 sq um
- Final hold violations: 0
- NetSw: 0.0851 mW
- Pwr dens: 259 nW/um^2
- Unrepaired setup endpoints after global routing: false
- Seq. cell area: 551 sq um
- Top Layout Cells: 26 x dfxtp_1, 18 x nor3_1, 12 x xnor2_1
- Post-route insts no fill: 278
- Dominant logic cell type in the layout: dfxtp_1
- Area delta synth->final: 18.5%
- Final WS setup: 1.61 ns
- Final worst path period share: 64.3%
- Internal Power: 0.314 mW
- Die X: 120 um
- Fp_density: 13.3%
- Routed vias: 1013
- Clock tree buffer depth: 2
- Placed Instances: 274
- Hold Path Origin: blink.counter[20]
- GRT overflow: 0
- Fillers: 1104
- VDD IR max: 0.102 mV
- Antenna violations before repair: 0
- Reg-to-Reg End: blink.counter[24]
- Share of cells above drive strength 1: 9.66%
- CP dominant cell by count: clkdlybuf4s50_1
- Top cells, area: dfxtp_1 40%, xnor2_1 8.1%, nor3_1 6.9%
- First-pass GRT wire length: 4070 um
- TritonRoute pass-1 iters: 6
- Leak Pwr: 0.422 nW
- Setup tns final: 0 ns
- Startpoint types: primary input
- Register area share after synthesis: 42.3%
- Max cap viols: 0
- Postcts setup bufs: 0
- CP required: 3.60 ns
- CTS tree: yes
- Synth Instances: 143
- DPL Wire Length: 1580 um
- Log Warnings: 25
- Yosys top cell by area: dfxtp_1
- RePlAce Congestion: 0.791
- Hold EP: blink.counter[20]
- Final tally of max-slew violations: 0
- YS warnings: 1
- Utilization after layout: 15.8%
- FF-to-FF path depth: 5
- Max Fanout on Critical Path: 1
- Max incr delay on CP: 0.48 ns
- Final worst path period need: 2.89 ns
- DR iter-0 viols: 41
- Syn_area_per_cell: 9.11 sq um
- Crit path max-delay cell type: clkdlybuf4s50_1
- Die area: 14400 sq um
- Outcome: finished, final reports clean
- Routed WL: 2350 um
- Yosys cell count: 143
- Largest net degree at the start of global routing: 20
- Worst R2R Setup Slack: 2.27 ns
- Arr. time, crit path: 1.99 ns
- Max-area cell share: 40.0%
- Reg2Reg Launch Point: blink.counter[0]
- Total GRT Usage: 3.29%
- Setup Crit Path Kind: primary input to primary output
- Antenna-violating nets left: 0
- Remaining DRCs: 0
worst max-delay path by stage:
stage         slack [ns]  start  cells after the start     to
finish              1.61   sw_1                      3  led_1
CTS                 1.60   sw_1                      3  led_1
global route        1.54   sw_2                      3  led_1
stage by stage:
stage / hold slack [ns] / area [sq um]
2_1_floorplan: 0.467 / 1300
3_3_place_gp: 0.481 / 1500
3_5_place_dp: 0.492 / 1500
4_1_cts: 0.509 / 1540
5_1_grt: 0.541 / 1540
6_report: 0.509 / 1540
power by group through the flow:
stage	clock, mW	sequential [mW]	combinational (mW)
finish	0.137	0.246	0.0158
global route	0.151	0.247	0.0180
CTS	0.144	0.246	0.0162
worst max-delay path, delay by kind of cell:
| family | cells | cell delay (ns) |
|---|---|---|
| buffers and inverters | 2 | 0.95 |
| XOR/XNOR | 1 | 0.14 |
sequential cells by signal, indices dropped and copies added, names as in the netlist:
signal and flops:
blink.counter 26, blink.on 1
cells by family (layout without fill, tap and decap cells):
group | count (synthesis) | in the layout | synth area share [%]
flip-flops | 27 | 27 | 42.3
AND-OR/OR-AND | 22 | 22 | 12.7
XOR/XNOR | 15 | 15 | 10.1
AND/OR/NAND/NOR | 63 | 63 | 29.2
adder cells (fa/ha/maj) | 1 | 1 | 0.960
buffers and inverters | 14 | 16 | 4.52
other | 1 | 1 | 0.288
metal layers:
metal	track usage (%)	share of wire, %	vias up
met5	0	0	-
met4	0.151	0	0
met3	1.19	4.1	0
met2	4.95	41	8
met1	4.65	55	474
li1	-	-	531
cell usage after synthesis (all sizes together):
cell / count
o31ai: 6
nand4: 6
nor3b: 1
o21ai: 3
and4: 1
conb: 1
edfxtp: 1
nor3: 18
a211oi: 8
or3: 5
buf: 4
ha: 1
nor2: 2
nand2b: 1
nand3: 9
and2: 1
and3: 2
o211ai: 1
clkbuf: 5
or4: 7
nand2: 5
a21o: 1
xor2: 3
a21oi: 3
inv: 5
nor4: 4
or2: 1
dfxtp: 26
xnor2: 12
cell type report:
class,instances,area share (%)
inverter,5,1.22
tap,133,10.8
clock inverter,1,0.324
clock buffer,3,2.67
multi-input combinational,102,45.1
sequential,27,35.7
timing repair buffer,7,4.21
Power figures rest on the tool's default switching activity, not on a simulated workload.
