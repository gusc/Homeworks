===== design/flow/run.sh =====
#!/bin/bash
# OpenROAD 26Q1-2900-gdf79404cd8, Yosys 0.63+post, stock flow scripts
make -C /OpenROAD-flow-scripts/flow DESIGN_CONFIG=/design/flow/config.mk WORK_HOME=/design/flow/orfs finish

===== design/flow/config.mk =====
export PLATFORM = sky130hd
export DESIGN_NAME = VGA
export DESIGN_NICKNAME = VGA
export VERILOG_FILES = /design/flow/design.v
export SDC_FILE = /design/flow/constraint.sdc
export NUM_CORES = 4
export LEC_CHECK = 1
export CORE_UTILIZATION = 50

===== design/flow/constraint.sdc =====
current_design VGA

set clk_period 1.3
set clk_io_pct 0.2

create_clock -name clk0 -period $clk_period [get_ports {CLK_50MHZ}]

set non_clock_inputs [all_inputs -no_clocks]
set_input_delay [expr $clk_period * $clk_io_pct] -clock clk0 $non_clock_inputs
set_output_delay [expr $clk_period * $clk_io_pct] -clock clk0 [all_outputs]

===== design/flow/design.v =====
`timescale 1ns / 1ps
module VGA(
	input CLK_50MHZ,
	output VGA_RED,
	output VGA_GREEN,
	output VGA_BLUE,
	output VGA_HSYNC,
	output VGA_VSYNC
    );
	parameter HBPORCH = 96;
	parameter HDISPLAY = 144;
	parameter HFPORCH = 784;
	parameter HEND = 800;
	parameter VBPORCH = 2;
	parameter VDISPLAY = 12;
	parameter VFPORCH = 492;
	parameter VEND = 521;
	reg[0:0] hSync = 0;
	reg[0:0] vSync = 0;
	reg[9:0] hClock = 0;
	reg[9:0] vClock = 0;
	reg[1:0] inScreen = 0;
	integer xScreen = 0;
	integer yScreen = 0;
	integer xBoard = 0;
	integer yBoard = 0;
	reg[0:0] color = 0;
	reg[0:0] pxClock = 0;
	always @(posedge CLK_50MHZ) begin
		pxClock <= ~pxClock;
	end
	always @(posedge pxClock) begin
		hClock = hClock + 1;
		if (hClock >= HEND) begin
			hClock = 0;
			hSync = 0;
			vClock = vClock + 1;
		end
		else if (hClock >= HFPORCH) begin
			inScreen = (inScreen & ~1);
		end
		else if (hClock >= HDISPLAY) begin
			inScreen = (inScreen | 1);
		end
		else if (hClock >= HBPORCH) begin
			hSync = 1;
		end
		if (vClock >= VEND) begin
			vClock = 0;
			vSync = 0;
		end
		else if (vClock >= VFPORCH) begin
			inScreen = (inScreen & ~2);
		end
		else if (vClock >= VDISPLAY) begin
			inScreen = (inScreen | 2);
		end
		else if (vClock >= VBPORCH) begin
			vSync = 1;
		end
		color = 0;
		if (inScreen == 3) begin
			xScreen = hClock - HDISPLAY;
			yScreen = vClock - VDISPLAY;
			if (xScreen > 80 && xScreen < 560) begin
				xScreen = xScreen - 80;
				xBoard = 0;
				if (xScreen > 420) xBoard = 7;
				else if (xScreen > 360) xBoard = 6;
				else if (xScreen > 300) xBoard = 5;
				else if (xScreen > 240) xBoard = 4;
				else if (xScreen > 180) xBoard = 3;
				else if (xScreen > 120) xBoard = 2;
				else if (xScreen > 60) xBoard = 1;
				yBoard = 0;
				if (yScreen > 420) yBoard = 7;
				else if (yScreen > 360) yBoard = 6;
				else if (yScreen > 300) yBoard = 5;
				else if (yScreen > 240) yBoard = 4;
				else if (yScreen > 180) yBoard = 3;
				else if (yScreen > 120) yBoard = 2;
				else if (yScreen > 60) yBoard = 1;
				if (((xBoard + yBoard) & 1) == 1) begin
					color = 1;
				end
			end
		end
	end
	assign VGA_HSYNC = hSync;
	assign VGA_VSYNC = vSync;
	assign VGA_RED = color;
	assign VGA_GREEN = color;
	assign VGA_BLUE = color;
endmodule

==> run summary <==
Ys cells -> 328
Count of unclocked register or latch pins -> 24
Number of global-route vias before repair -> 2,063
Chip area line of the yosys report -> 2480 sq um
Post-CTS setup buffers -> 0
Worst Path Buf+Inv -> 1
Worst-Skew Late Latency -> 0 ps
P_int -> 31.3 uW
Peak VDD IR -> 0.128 mV
Routed wire length -> 5820 microns
Slowest cell on the critical path -> dfxtp_1
Cts hold-fix bufs -> 0
Hold path depth -> 1
GPL Wtd Cong -> 0.886
PortBufs -> 5
Worst Clk Skew -> 0 ps
Share of post-route cells with drive strength above 1 -> 5.97%
Number of flops mapped to enable cells by yosys -> 0
Max-slew violations -> 0
Clock power frac -> 0%
Die Ht -> 72.5 microns
Fin worst setup slack -> 848 ps
Initial antenna violation count -> 0
Global-route wire length before repair -> 10,000 microns
Status -> finished clean
Chip area -> 5250 sq um
IO Count -> 6
Post-cts sizing count -> 0
Diode count -> 0
Asr flop ratio synth -> 0%
Cell family with most CP delay -> flip-flops
Hold WC Path Type -> register to register
Yosys warnings -> 1
Worst path max stage delay -> 300 ps
Worst reg2reg path depth -> 1
Unrepaired setup endpoints after global routing -> no
Crit-path max FO -> 2
CTS clk-pin slew, worst paths -> 0 ps
Sw frac -> 0%
HPWL Detailed -> 4550 microns
CP arrival -> 340 ps
Tmin final -> 452 ps
Initial drt markers -> 155
Drt wl/cell -> 15.1 microns
Antenna-violating nets left -> 0
FF-to-FF setup slack -> 850 ps
Kind of critical path -> register to register
GR Util All Layers -> 24.4%
Register area share after synthesis -> 20.2%
Cell count along the critical path -> 1
Slew @ Worst Pin -> 674 ps
GRT overflow -> 0
Switching power -> 0 uW
Die width -> 72.5 microns
Commonest flop -> dfxtp_1
Hold Path End -> pxClock$_DFF_P_
Largest net degree at the start of global routing -> 25
Setup crit end kind -> register
Setup violators final -> 0
R2R Path Start -> pxClock$_DFF_P_
Combinational power share -> 0%
Row count -> 25
Synthesized area per cell -> 7.57 sq um
Sequential Power Share -> 100.0%
Endpoints left unconstrained -> 29
Final worst path period share -> 34.8%
Core area -> 4750 sq um
Crit path from -> pxClock$_DFF_P_
DRC -> 0
Max Fclk -> 2.21 GHz
Max cap viols -> 0
Critical Path RT -> 1190 ps
Setup_tns -> 0 ps
Min-delay src -> pxClock$_DFF_P_
Reg-to-reg endpoint -> pxClock$_DFF_P_
Startpoint type of the worst setup path -> register
Critical-path cell list -> inv_1
Mapped Area -> 2480 sq um
Slew margin rel. -> 54.9%
Cell leakage power -> 0.000930 uW
Vias -> 2,262
Hold Vio Cnt, Final -> 0
Setup WS pre-CTS -> 847 ps
Pre-Place Util -> 52.2%
Routed vias/inst -> 5.88
Area Growth Syn to Fin -> 2.22%
Power Dens Cells -> 12.3 nW/um^2
Yosys cell types -> 72
Tool warnings -> 37
DRT Pass-1 Iters -> 4
Register bit total from synthesis -> 25
Syn Inst Count -> 328
[layout by cell type, fill, tap and decap left out, drive strengths merged, types with 3 or more instances in the layout]
master         count
nor2              39
nand2             33
dfxtp             25
nand3             21
a21oi             16
xnor2             15
o21ai             14
inv               13
ha                12
nor3              11
xor2               8
and2               7
or4                6
nand4              5
or3                5
clkdlybuf4s50      5
and3               4
a211oi             4
o21a               4
a31oi              4
o211ai             4
mux2i              4
or2                4
nor4               4
o31a               3
o22ai              3
a21o               3
o211a              3
o311ai             3
[power by group through the flow]
| stage | clock [uW] | combinational, uW | sequential [uW] |
|---|---|---|---|
| CTS | 0 | 0.000729 | 31.3 |
| global route | 0 | 0.000729 | 31.3 |
| finish | 0 | 0.000729 | 31.3 |
[synthesized netlist by cell type, types with 3 or more instances]
master    instances  area share (%)
mux2i_1           3             1.2
inv_1            13             2.0
o211ai_1          3            0.91
or4_1             5             1.5
and2_1            7             1.8
nor4_1            3            0.76
a211oi_1          4             1.2
nand3_1          20             4.0
o21ai_0          13             2.6
o21a_1            4             1.2
and3_1            4             1.0
a31oi_1           4             1.0
o22ai_1           3            0.76
buf_4             4             1.2
clkbuf_1          6            0.91
nor3_1           11             2.2
xor2_1            8             2.8
buf_2             3            0.60
dfxtp_1          25              20
or2_2             3            0.76
xnor2_1          15             5.3
nand4_1           5             1.3
or3_1             5             1.3
ha_1             12             6.0
o31a_1            3             1.1
a21oi_1          16             3.2
a21o_1            3            0.91
nand2_1          33             5.0
nor2_1           37             5.6
[worst max path at each step]
stage                      to  slack (ps)
CTS           pxClock$_DFF_P_         850
global route  pxClock$_DFF_P_         840
finish        pxClock$_DFF_P_         850
[stage by stage]
stage          area [sq um]  util (%)  cells  hold WS (ps)  total power [uW]
6_report               2540      53.4    385           363              31.3
2_1_floorplan          2480         -    328           541              31.3
5_1_grt                2540      53.4    385           369              31.3
3_5_place_dp           2540      53.4    385           364              31.3
3_3_place_gp           2540      53.4    385           363              31.3
4_1_cts                2540      53.4    385           364              31.3
[logic make-up after synthesis]
logic type,Yosys count,synth area share (%)
AND/OR/NAND/NOR,149,31.1
flip-flops,25,20.2
buffers and inverters,29,5.44
adder cells (fa/ha/maj),12,6.05
XOR/XNOR,23,8.11
AND-OR/OR-AND,83,25.5
multiplexers,7,3.58
[routing by layer]
| layer | global-route usage [%] | part of all wire (%) | vias to the layer above |
|---|---|---|---|
| met5 | 0 | 0 | - |
| met4 | 0.218 | 0 | 0 |
| met3 | 0 | 4.0 | 0 |
| met2 | 35.6 | 40 | 49 |
| met1 | 43.0 | 56 | 1022 |
| li1 | - | - | 1191 |
[flip-flops by register name, summed over array words and instances (netlist names)]
signal,cells
color,1
hClock,10
hSync,1
inScreen,1
pxClock,1
vClock,10
vSync,1
[area by class of cell]
cell class                      instances  area (sq um)
Timing Repair Buffer                    6          57.6
Sequential cell                        25           500
Inverter                               13          48.8
Tap cell                               67          83.8
Multi-Input combinational cell        274          1850
Fill cell                             481          2220
Power and IR drop assume default switching activity.
